### run.sh
#!/bin/bash
# OpenROAD 26Q1-2900-gdf79404cd8, Yosys 0.63+post, stock flow scripts
make -C /OpenROAD-flow-scripts/flow DESIGN_CONFIG=/design/flow/config.mk WORK_HOME=/design/flow/orfs finish
### config.mk
export PLATFORM = sky130hd
export DESIGN_NAME = uart
export DESIGN_NICKNAME = uart
export VERILOG_FILES = /design/flow/design.v
export SDC_FILE = /design/flow/constraint.sdc
export NUM_CORES = 4
export LEC_CHECK = 1
export CORE_UTILIZATION = 50
### constraint.sdc
current_design uart

set clk_period 3.2
set clk_io_pct 0.2

create_clock -name clk0 -period $clk_period [get_ports {clk}]

set non_clock_inputs [all_inputs -no_clocks]
set_input_delay [expr $clk_period * $clk_io_pct] -clock clk0 $non_clock_inputs
set_output_delay [expr $clk_period * $clk_io_pct] -clock clk0 [all_outputs]
### design.v
module baudrate #(
    parameter CLK_FREQ = 50000000,
    parameter SAMPLE_RATE = 24
)(
    input clk,
    input rstb,
    input [7:0] baudrate_cfg,  
    output tx_clk_en,
    output rx_clk_en
);
    reg [7:0] cnt;
    reg [7:0] tx_cnt;
    always @(posedge clk or negedge rstb) begin
        if(~rstb) begin
            cnt <= 0;
        end else begin
            if(cnt == baudrate_cfg) begin
                cnt <= 0;
            end else begin
                cnt <= cnt + 1;
            end
        end
    end
    assign rx_clk_en = cnt == baudrate_cfg;
    always @(posedge clk or negedge rstb) begin
        if(~rstb) begin
            tx_cnt <= 0;
        end else begin
            if(rx_clk_en) begin
                if(tx_cnt  == SAMPLE_RATE -1) begin
                    tx_cnt <= 0;
                end else begin
                    tx_cnt <= tx_cnt + 1;
                end
            end
        end
    end
    assign tx_clk_en = (tx_cnt == (SAMPLE_RATE-1)) & rx_clk_en;
endmodule
module receiver#(
    parameter SAMPLE_RATE = 24
)(
    input clk,
    input clk_en,
    input rstb,
    input rx,
    output reg rx_valid,
    output [7:0] data
);
    localparam IDLE = 0;
    localparam RUNNING = 1;
    reg cur_st;
    reg nxt_st;
    reg [8:0] rx_data;
    reg [3:0] bit_sel;
    reg [7:0] sample;
    assign data = rx_data[8:1];
    wire sample_point = (sample == SAMPLE_RATE >> 1);
    always @(posedge clk or negedge rstb) begin
        if(~rstb) begin
            cur_st <= IDLE;
        end else begin
            cur_st <= nxt_st;
        end
    end
    always @(*) begin
        case(cur_st)
            IDLE: begin
                if(!rx) begin
                    nxt_st = RUNNING;
                end else begin
                    nxt_st = IDLE;
                end
            end
            RUNNING: begin
                if(bit_sel == 'd10) begin
                    nxt_st = IDLE;
                end else begin
                    nxt_st = RUNNING;
                end
            end
            default: begin
                nxt_st = IDLE;
            end
        endcase
    end
    always @(posedge clk or negedge rstb) begin
        if(~rstb) begin
            bit_sel <= 0;
        end else if(clk_en) begin
            case(cur_st)
                IDLE:       bit_sel <= 0;
                RUNNING: begin
                    if(sample_point)begin
                        if(bit_sel == 'd10) begin
                            bit_sel <= 0;
                        end else begin
                            bit_sel <= bit_sel + 1;
                        end
                    end
                end
            endcase
        end
    end
    always @(posedge clk or negedge rstb) begin
        if(~rstb) begin
            sample <= 0;
        end else if(clk_en) begin
            case(cur_st)
                IDLE: sample <= 0;
                RUNNING: begin
                    if(sample == SAMPLE_RATE - 1) begin
                        sample <= 0;
                    end else begin
                        sample <= sample + 1;
                    end
                end
            endcase
        end
    end
    always @(posedge clk or negedge rstb) begin
        if(~rstb) begin
            rx_data <= 0;
            rx_valid <= 0;
        end else begin
            if(clk_en & sample_point)begin
                case(cur_st)
                    IDLE: begin
                        rx_data <= 0;
                        rx_valid <= 0;
                    end
                    RUNNING: begin
                        rx_data <= {rx,rx_data[8:1]};
                        if(bit_sel == 'h8) begin
                            rx_valid <= 1;
                        end else begin
                            rx_valid <= 0;
                        end
                    end
                endcase
            end else begin
                rx_valid <= 0;
            end
        end
    end
endmodule
module transmitter(
    input clk,
    input clk_en,
    input rstb,
    input wr_en,
    input [7:0] data,
    output reg tx,
    output reg tx_busy
);
    reg [3:0] bit_sel;
    localparam IDLE = 0;
    localparam RUNNING = 1;
    reg cur_st;
    reg nxt_st;
    reg [9:0] tx_data;
    always @(posedge clk or negedge rstb) begin
        if(~rstb) begin
            cur_st <= IDLE;
        end else begin
            cur_st <= nxt_st;
        end
    end
    always @(posedge clk or negedge rstb) begin
        if(~rstb) begin
            tx_data <= 0;
        end else begin
            case(cur_st) 
                IDLE: begin
                    if(wr_en) begin
                        tx_data <= {1'b1,data,1'b0};  
                    end
                end 
                RUNNING: begin
                    if(clk_en) begin
                        tx_data <= {1'b1,tx_data[9:1]};
                    end
                end
            endcase
        end
    end
    always @(*) begin
        case(cur_st)
            IDLE: begin
                if(wr_en) begin
                    nxt_st = RUNNING;
                end else begin
                    nxt_st = IDLE;
                end
            end
            RUNNING: begin
                if(bit_sel == 'd10 && clk_en) begin
                    nxt_st = IDLE;
                end else begin
                    nxt_st = RUNNING;
                end
            end
        endcase
    end
    always @(posedge clk or negedge rstb) begin
        if(~rstb) begin
            bit_sel <= 0;
        end else begin
            case(cur_st)
                IDLE:       bit_sel <= 0;
                RUNNING:    begin
                    if(clk_en) begin
                        if(bit_sel == 'd10)begin
                            bit_sel <= 0;
                        end else begin
                            bit_sel <= bit_sel + 1;
                        end
                    end
                end
            endcase
        end
    end
    always @(posedge clk or negedge rstb) begin
        if(~rstb) begin
            tx <= 1;
        end else if(clk_en)begin
            case(cur_st)
                IDLE: begin
                    tx <= 1;
                end
                RUNNING: begin
                    tx <= tx_data[0];
                end
            endcase
        end
    end
    always @(posedge clk or negedge rstb) begin
        if(~rstb) begin
            tx_busy <= 0;
        end else begin
            if(wr_en) begin
                tx_busy <= 1;
            end else if(bit_sel == 10 && clk_en) begin
                tx_busy <= 0;
            end
        end
    end
endmodule
module uart (
    input           clk,
    input           rstb,
    input [7:0]     baudrate_cfg, 
    input           rx,
    output          tx,
    input           tx_valid,
    input [7:0]     tx_data,
    output          tx_busy,
    output          rx_valid,
    output [7:0]    rx_data
);
    localparam SAMPLE_RATE = 62;
    wire rx_clk_en;
    wire tx_clk_en;
    baudrate #(
        .CLK_FREQ(50000000),
        .SAMPLE_RATE(SAMPLE_RATE)
    )U_BAUDRATE(
        .clk(clk),
        .rstb(rstb),
        .baudrate_cfg(baudrate_cfg),
        .rx_clk_en(rx_clk_en),
        .tx_clk_en(tx_clk_en)
    );
    transmitter U_TX(
        .clk(clk),
        .clk_en(tx_clk_en),
        .rstb(rstb),
        .wr_en(tx_valid),
        .data(tx_data),
        .tx(tx),
        .tx_busy(tx_busy)
    );
    receiver #(
        .SAMPLE_RATE(SAMPLE_RATE)
    )U_RX(
        .clk(clk),
        .clk_en(rx_clk_en),
        .rstb(rstb),
        .rx(rx),
        .rx_valid(rx_valid),
        .data(rx_data)
    );
endmodule
==> out/results.env <==
RUN_STATUS='finished clean'
CTS_INSERTED_BUFFERS=5
POST_ROUTE_CELLS_DRIVE_ABOVE_1_SHARE=0.0799
POST_CTS_BUFFERS=0
POWER-PER-CELL-AREA_nW_PER_UM2=486
CORE_REGION_AREA_UM2=5960
MAX_SLEW.WORST_PIN.SLEW_NS=0.662
TIMING.FINAL.SETUP_VIOLATIONS=0
YS_TOP_CELLS_BY_AREA='dfrtp_1 43%, mux2i_1 5.8%, a41oi_1 2.8%, ha_1 2.8%, xnor2_1 2.8%'
ENDPOINT_KIND='flip-flop'
CRITICAL_PATH.STARTPOINT_TYPE='input pin'
DP_HPWL_MM=4.40
OVERFLOW=0
CRITICAL_PATH_ARRIVAL_NS=2.53
DESIGN_POWER_TOTAL_mW=1.72
AREAGROWTHSYNTHTOFINISH_PCT=13.7
VIA_PER_INST=5.96
ROUTED-VIA-COUNT=2462
FINAL.PERIOD_UTILIZATION=0.720
GRT_ANTENNA_BEFORE_REPAIR=0
POSTSYNTH.TOPFLOPCELL='dfrtp_1'
YS_ASYNC_SR_FRACTION=1.00
CTS_TREE='built'
FINALWORSTPATHREQUIREDPERIOD_NS=2.30
NUMBER_OF_SLEW_LIMIT_VIOLATIONS_IN_THE_FINAL_REPORT=0
RR_STARTPOINT='U_RX.sample[0]$_DFFE_PN0N_'
SETUP-TNS-FINAL_NS=0
PORT_BUFFERS=30
POSTCTSHOLDBUFS=0
SYNTH.LIB_CELLS_USED.DISTINCT=51
YOSYS.AREA.TOP_TYPE='dfrtp_1'
WIRE_LENGTH_OF_THE_FIRST_GLOBAL_ROUTING_PASS_MM=11.0
LOG.WARNING_COUNT=29
ROUTED_WL_MM=6.46
FIN_WORST_SKEW_NS=0.00492
GLOBAL_ROUTE.USAGE.TOTAL=0.222
TOP_CELL='dfrtp_1'
CTS-ROOT-BUF='clkbuf_8'
DIE_X_UM=80.9
HOLD_PATH_CLASS='input pin to asynchronous set/reset pin'
BOUNDARYPINS=31
ROW_COUNT=28
CHIP_AREA_UM2=6550
CRIT_TYPE='input pin to flip-flop'
DIE_Y_UM=80.9
CTSLONGESTPATHBUFFERS=2
CLOCK_TREE.HTREE_LEVEL_COUNT=2
CLOCK.LATENCY.LATE_PIN_NS=0.31
ROUTED_WIRE_LENGTH_PER_INSTANCE_UM=15.6
FINAL_ANT_VIOL_NETS=0
NETLIST_INSTANCES=313
GP_ROUTABILITY_CONGESTION=0.823
SYNTHTOPCELLSBYCOUNT='54 x dfrtp_1, 19 x inv_1, 19 x nand2_1'
LAYOUT.CORE_UTILIZATION=0.595
CLKSLEWWORSTSETUPHOLDPATHS_NS=0.10
VDD_IR_DROP_MAX_mV=0.306
ANTENNA-DIODE-COUNT=0
NETLIST_AREA_UM2=3120
DRT-PASS1-ITER-COUNT=5
PRE_CTS_WS_NS=0.551
PATH_MAX_FANOUT=10
YOSYS.AREA.TOP_TYPE_SHARE=0.434
GRT_PASS1_VIAS=2248
NUMSYNTHFLOPS=55
POST_SYNTH.CELL_AREA_AVG_UM2=9.95
FP_UTIL=0.523
SYNTH_STAT.CELLS=313
SETUP.WORST_PATH.START='baudrate_cfg[4]'
STATIC_LEAKAGE_nW=1.58
MAXCLOCKFREQUENCY_GHz=0.434
MAX_CAP_VIOLATIONS=0
HOLD_VIOL=0
DRT_ITER0_DRC=192
FINAL.SETUP.WORST_SLACK_NS=0.897
GRT_MAX_DEGREE=30
POST_SYNTH_EDFFS=0
FINALHOLDWORSTSLACK_NS=0.356
SYNTH.YOSYS.WARNINGS=3
YOSYSSEQAREASHARE=0.442
TIMING.SLEW.HEADROOM=0.554
YOSYSCHIPAREA_UM2=3120
WORST_EP_REQUIRED_TIME_NS=3.43
CTS.SINK_COUNT=55
CTS.REPAIR.RESIZED=0
POST-ROUTE-DRC-COUNT=0
UNREPAIRED_SETUP_ENDPOINTS_AFTER_GLOBAL_ROUTING='false'
final cells by class:
cell class,count,area [um^2]
inverter,19,71.3
clock inverter,3,20.0
tap,75,93.8
timing repair buffer,39,363
sequential,55,1380
clock buffer,5,68.8
fill,534,2410
multi-input combinational,217,1550
cells in the final DEF (no fill, tap or decap), types with 7 or more instances in the layout:
cell and count:
o21ai_0 7, mux2i_1 18, a22oi_1 8, nand2_1 19
nand4_1 9, a41oi_1 10, nor2_1 17, a31oi_1 8
buf_4 9, dfrtp_1 54, clkdlybuf4s50_1 29, xnor2_1 10
ha_1 7, and3_1 9, o31ai_1 11, inv_1 19
nand3_1 10
flip-flops by register name (all words and copies together), names as in the netlist:
signal,cells
U_RX.rx_valid,1
U_TX.cur_st,1
U_RX.sample,8
U_BAUDRATE.tx_cnt,8
U_TX.tx_data,10
U_TX.tx_busy,1
U_TX.tx,1
U_RX.cur_st,1
U_RX.rx_data,8
U_RX.bit_sel,4
U_BAUDRATE.cnt,8
U_TX.bit_sel,4
per-stage QoR:
step	instance area, um^2	instances
finish	3540	413
global route	3540	413
CTS	3540	413
detailed placement	3450	405
global placement	3450	405
floorplan	3120	313
critical path, stage by stage:
cell and delay (ns):
clkdlybuf4s50_1 0.42, xnor2_1 0.24, and4_1 0.45, and3_1 0.54, mux2i_1 0.24
logic make-up after synthesis:
logic type,count (synthesis),synth area share
adders and majority gates,7,0.0281
xor gates and xnor gates,16,0.0450
muxes,20,0.0651
and+or+nand+nor,99,0.177
AOI/OAI and AO/OA,75,0.181
DFF,55,0.442
buffers and inverters,41,0.0614
final timing paths:
kind	endpoint	slack, ns	depth (start not counted)
max in group asynchronous	U_RX.sample[4]$_DFFE_PN0N_	2.04	2
worst max-delay path	U_RX.rx_data[7]$_DFFE_PN0P_	0.90	5
min in group clk0	U_BAUDRATE.tx_cnt[7]$_DFFE_PN0N_	0.46	1
worst max register to register	U_RX.rx_data[7]$_DFFE_PN0P_	0.99	5
worst min register to register	U_BAUDRATE.tx_cnt[7]$_DFFE_PN0N_	0.46	1
worst min-delay path	U_TX.tx_data[6]$_DFFE_PN0P_	0.36	1
power by group:
| part | internal, mW | total, mW | switching (mW) |
|---|---|---|---|
| logic | 0.192 | 0.453 | 0.260 |
| clock network | 0.153 | 0.382 | 0.229 |
| registers | 0.783 | 0.886 | 0.103 |
| total | 1.13 | 1.72 | 0.593 |
metal layers:
layer  vias up  wire length (um)  GRT usage
li1       1225                 -          -
met1      1180              3180      0.360
met2        52              3030      0.347
met3         5               198     0.0251
met4         0                57     0.0179
met5         -                 0          0
No activity file was given, so power comes from the tool's default toggle rates.
